### flow/config.mk
export PLATFORM = sky130hd
export DESIGN_NAME = VendingMoore
export DESIGN_NICKNAME = VendingMoore
export VERILOG_FILES = /design/flow/design.v
export SDC_FILE = /design/flow/constraint.sdc
export NUM_CORES = 4
export LEC_CHECK = 1
export CORE_AREA = 10 10 72 72
export DIE_AREA = 0 0 82 82
### flow/constraint.sdc
current_design VendingMoore

set clk_period 2.5
set clk_io_pct 0.2

create_clock -name clk0 -period $clk_period [get_ports {clk}]

set non_clock_inputs [all_inputs -no_clocks]
set_input_delay [expr $clk_period * $clk_io_pct] -clock clk0 $non_clock_inputs
set_output_delay [expr $clk_period * $clk_io_pct] -clock clk0 [all_outputs]
### flow/design.v
module VendingMoore (
  					clk, 
  					reset, 
 					coin,
  					empty,
 					quarter,
					fifty,
					seventyfive,
					dollar,
					dispense );
  input logic clk;  
  input logic reset;  
  input logic  [4:0] coin; 
  output logic empty;
  output logic quarter;
  output logic fifty;
  output logic seventyfive;
  output logic dollar;
  output logic dispense;
  parameter [4:0] Zero			= 5'b00000;
  parameter [4:0] Quarter  		= 5'b00001;
  parameter [4:0] Fifty	  		= 5'b00010;
  parameter [4:0] Seventyfive 	= 5'b00100;
  parameter [4:0] Dollar 		= 5'b01000;
  typedef enum logic [4:0] {  
    EMPTY = 		5'b00000,
   	QUARTER = 		5'b00001,
    FIFTY = 		5'b00010,
    SEVENTYFIVE = 	5'b00100,
    DOLLAR =		5'b01000,
    DISPENSE =		5'b10000  } states_t;
  states_t current_state, next_state;
  always_ff @(posedge clk, posedge reset)
    if (reset) current_state <= EMPTY;  
	else 	   current_state <= next_state; 
  always_comb begin: set_next_state
   	next_state = EMPTY;  
    unique case (current_state)
    EMPTY: case (coin)  
       Zero			: next_state = EMPTY;  
       Quarter		: next_state = QUARTER;  
       Fifty		: next_state = FIFTY; 
       Seventyfive	: next_state = SEVENTYFIVE;
       Dollar		: next_state = DOLLAR; 
       default		: next_state = EMPTY; 
      endcase
    QUARTER: case (coin)  
      Quarter  		: next_state = FIFTY;
      Fifty			: next_state = SEVENTYFIVE;
      Seventyfive	: next_state = DOLLAR;
      Dollar		: next_state = DISPENSE;
      default 		: next_state = QUARTER;
    endcase
    FIFTY: case (coin)  
      Quarter		: next_state = SEVENTYFIVE;  
      Fifty			: next_state = DOLLAR; 
      Seventyfive 	: next_state = DISPENSE;  
      default		: next_state = FIFTY; 
    endcase
      SEVENTYFIVE: case (coin)
        Quarter		: next_state = DOLLAR;  
        Fifty		: next_state = DISPENSE;  
        default		: next_state = SEVENTYFIVE;
      endcase
    DOLLAR: case (coin)  
     Quarter		: next_state = DISPENSE; 
     default		: next_state = FIFTY; 
    endcase
  	DISPENSE		: next_state = EMPTY;  
    endcase      
  end: set_next_state
  always_comb begin: set_outputs
    {empty, quarter,fifty,seventyfive,dollar,dispense} = 6'b00000;
    unique case (current_state)
	EMPTY		:	empty 		= 1'b1;
	QUARTER		: 	quarter 	= 1'b1;
    FIFTY  		:	fifty		= 1'b1;
    SEVENTYFIVE	:	seventyfive = 1'b1;
    DOLLAR		:	dollar		= 1'b1;
    DISPENSE	:	dispense	= 1'b1;
    endcase
  end: set_outputs
endmodule
### flow/run.sh
#!/bin/bash
# OpenROAD 26Q1-2900-gdf79404cd8, Yosys 0.63+post, stock flow scripts
make -C /OpenROAD-flow-scripts/flow DESIGN_CONFIG=/design/flow/config.mk WORK_HOME=/design/flow/orfs finish
==> flow_summary.yaml <==
# synthesis and place-and-route metrics
pwr:
  seqPwrFrac_pct: 34.6
  powerDensity_nw_per_um2: 397
  totalPowerFinal_uw: 283
  p_switching_uw: 59.2
  switching_share_pct: 21.0
  pwr-share-comb_pct: 13.1
  power.internal_uw: 223
  p_leak_nw: 0.293
  clock_power_share_pct: 52.3
  vdd_drop_max_mv: 0.113
sta:
  final-hold-violation-count: 0
  skew_ns: 0.00471
  slew_headroom_pct: 58.1
  finalSetupTns_ns: 0
  tightest_slew_ns: 0.627
  period_minus_slack_ns: 2.27
  max_freq_mhz: 440
  drv_slew: 0
  setup-violations-final: 0
  whs_ns: 0.495
  finalClockPeriodUsage_pct: 91.0
  rsz0062_at_grt: "no"
  finalWorstSetupSlack_ns: 0.226
global_route:
  grt_max_degree: 13
  grt_pass1_wl_um: 2070
  grt_pass1_vias: 439
  grt-ovfl-total: 0
  grt_usage_pct: 3.78
  antenna_found_initial: 0
logic_synthesis:
  ff_type: "dfrtp_1"
  edf_count: 0
  ys_warn_count: 1
  synth_cells: 58
  ys_async_sr_fraction_pct: 100
  avgSynthCellArea_sq_um: 8.97
  numSynthFlops: 6
  yosys_cells: 58
  ys_chip_area_sq_um: 520
  ys_types: 33
  syn_area_sq_um: 520
  ys_seq_share_pct: 29.1
die:
  fp_util_pct: 14.1
  io-pin-count: 13
  fp.dieW_um: 82
  chip_area_sq_um: 6720
  fp-row-count: 22
  core-area_sq_um: 3690
  die_y_um: 82
cts:
  cts.sinks: 6
  postCtsSetupBuffers: 0
  cts_hold_buf: 0
  h-tree-depth: 1
  cts_tree: "built"
  clock_latency_ns: 0.22
  cts-root-buf: "clkbuf_8"
  clk_pin_slew_ns: 0.04
  tritoncts.num_buffers: 3
  clock_path_buffers: 2
  cts.repair.resized: 0
critical_path:
  path_class: "flip-flop to output port"
  critPathMaxFanout: 5
  endpoint_kind: "output port"
  r2r_slack_ns: 1.21
  start_kind: "flip-flop"
  crit_arrival_ns: 1.77
  cp.required_ns: 2.00
detailed_routing:
  via_count: 510
  routed_wl_um: 1310
  insertedDiodeCount: 0
  viasPerCell: 4.32
  drtAntennaViolNets: 0
  drc: 0
  drt_first_pass_iters: 4
  drtIter0Drc: 33
  wl_per_cell_um: 11.1
run:
  drv_cap: 0
  tool_warnings: 25
placement:
  place_area_sq_um: 667
  dp_cells: 114
  place.gp.congestion: 0.897
  dp_slack_ns: 0.204
  io_buffer_count: 12
  dpl.hpwl_um: 1030
final_layout:
  finish.utilization_pct: 19.3
  top_register: "current_state"
  largestRegisters: "current_state (6)"
  drive_gt1_share_pct: 11.4
  fill_cells: 416
  largest_reg_flops: 6
  syn2layout_area_growth_pct: 36.8
  final_area_sq_um: 712
  fin_cells: 118
min_path:
  hp-class: "input pin to async pin"
outcome:
  status: "completed"
==> worst max-delay path: stages (launching register included) <==
cell and delay, ns:
dfrtp_1 0.42, or4_1 0.56, nor2_1 0.10, clkdlybuf4s50_1 0.47
==> synth_stat cells (2+ instances only) <==
library cell,instances,area [sq um]
nand4_1,4,25.0
buf_6,2,22.5
inv_1,2,7.51
nand3_1,4,20.0
nand2_1,2,7.51
o21ai_0,2,10.0
nor2_1,6,22.5
or4_1,2,15.0
o21ai_1,3,15.0
dfrtp_1,5,125
nor3b_1,2,15.0
nand3b_1,2,15.0
nor3b_4,2,37.5
==> metal layers <==
layer	GRT usage (%)	routed length [um]	vias to the layer above	part of all wire, %
met2	4.08	430	27	33
met5	0	0	-	0
met4	1.19	33	0	2.5
li1	-	-	249	-
met1	6.47	698	232	53
met3	1.10	144	2	11
==> power groups by stage <==
stage         clock [mW]  combinational (mW)  sequential, mW
finish             0.148              0.0371          0.0978
global route       0.157              0.0409          0.0977
CTS                0.153              0.0373          0.0978
==> final cells by class <==
cell class                 count  area (sq um)  area share (%)
multi-input combinational     46           328            46.0
tap                           48          60.1            8.44
sequential                     6           151            21.3
timing repair buffer          12           120            16.9
inverter                       2          7.51            1.05
clock buffer                   4          45.0            6.33
==> layout by cell type (no fill, tap or decap), drive strengths merged, types with 2 or more instances in the layout <==
cell and n:
nand3b 2, clkbuf 4, nor2 6, xor2 2, nand3 4, nand2 2, nor3b 4, clkdlybuf4s50 12
inv 2, o21ai 5, or4 2, nand4 4, dfrtp 5
==> cell families after synthesis <==
group	synth area share, %
and+or+nand+nor	40.4
AOI/OAI and AO/OA	17.8
DFF	29.1
buffers and inverters	7.93
xor gates and xnor gates	4.81
==> path summary, 6_finish.rpt <==
check                                    to  cells after the start             start
hold / removal             current_state[2]                      2             reset
hold reg to reg            current_state[0]                      2  current_state[0]
setup / recovery                      empty                      3  current_state[1]
min in group clk0          current_state[0]                      2  current_state[0]
max in group asynchronous  current_state[0]                      2             reset
setup reg to reg           current_state[4]                      3  current_state[5]
Power and IR drop assume default switching activity.
